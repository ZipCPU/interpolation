$ cat /design/flow/config.mk
export PLATFORM = sky130hd
export DESIGN_NAME = quadinterp
export DESIGN_NICKNAME = quadinterp
export VERILOG_FILES = /design/flow/design.v
export SDC_FILE = /design/flow/constraint.sdc
export NUM_CORES = 4
export LEC_CHECK = 1
export CORE_UTILIZATION = 40
$ cat /design/flow/design.v
`default_nettype none
module	quadinterp #(
		parameter	INW   = 25,	 
				OWID  = INW,	 
				MP    = 25,	 
				CTRBITS = 32,	 
		parameter  [0:0]	OPT_IMPROVED_FIT = 1'b1,
		parameter  [0:0]	OPT_INTERPOLATOR = 1'b1,
		localparam [0:0]	DBG_LINEAR_ONLY  = 1'b0,
		localparam		GAIN_OFFSET = (OPT_INTERPOLATOR)? 3:2
	) (
		input	wire			i_clk,
		input	wire			i_ce,
		input	wire	[(CTRBITS-1):0]	i_step,
		input	wire	[(INW-1):0]	i_data,
		output	wire			o_ce,
		output	wire	[(OWID-1):0]	o_data
	);
	localparam	AW = (OPT_INTERPOLATOR)?INW+6:INW+2,
			BW = (OPT_INTERPOLATOR)?INW+6:INW+1,
			CW = (OPT_INTERPOLATOR)?INW  :((OPT_IMPROVED_FIT)?(INW+3):INW),
			ADEC=(OPT_INTERPOLATOR)? 4:1,
			BDEC=(OPT_INTERPOLATOR)? 4:1,
			CDEC=(OPT_INTERPOLATOR)? 0:((OPT_IMPROVED_FIT)? 3:0);
	reg	[(AW-1):0]	av, avold;
	reg	[(BW-1):0]	bv, bvold;
	reg	[(CW-1):0]	cv, cvold;
	reg				r_ce, r_ovfl;
	reg	signed	[(AW-1):0]	r_av;
	reg	signed	[(BW-1):0]	r_bv;
	reg	signed	[(CW-1):0]	r_cv;
	reg	signed	[(MP-1):0]	r_offset;
	reg		[(CTRBITS-1):0]	r_counter;
	reg				pre_ce;
	reg	signed [(MP-1):0]	pre_offset;
	reg	signed	[(AW+MP-1):0]	qp_quad;
	reg	signed	[(BW-1):0]	qp_bv;
	reg	signed	[(CW-1):0]	qp_cv;
	reg	signed	[(MP-1):0]	qp_offset;
	wire	signed	[(BMW-1):0]	lw_quad;
	reg	signed	[BMW:0]		ls_bv;
	reg	signed	[(CW-1):0]	ls_cv;
	reg	signed	[(MP-1):0]	ls_offset;
	reg	signed	[(BMW+MP):0]	lp_bv;
	reg	signed	[(CW-1):0]	lp_cv;
	wire	signed	[(CMW-1):0]	wp_bv;
	reg	signed	[CMW:0]	r_done;
	generate if (OPT_INTERPOLATOR)
	begin : GEN_INTERPOLATOR
		reg	signed	[(INW-1):0]	mem	[0:3];
		reg	[(INW+2):0]	pmidv;
		reg	[(INW+3):0]	diffn;
		reg	[INW:0]		psumn, pdifn, sumw, diffw;
		reg	[(INW+3):0]	midvpsumn;
		initial	mem[0] = 0;
		initial	mem[1] = 0;
		initial	mem[2] = 0;
		initial	mem[3] = 0;
		always @(posedge i_clk)
		if (i_ce)
			{ mem[3], mem[2], mem[1], mem[0] }
				<= { mem[2], mem[1], mem[0], i_data };
		initial	pmidv = 0;
		initial	psumn = 0;
		initial	pdifn = 0;
		initial	sumw  = 0;
		initial	diffn  = 0;
		initial	diffw  = 0;
		initial	midvpsumn = 0;
		always @(posedge i_clk)
		if (i_ce)
		begin
			pmidv <= { mem[0], 3'b000 }
					- { {(3){mem[0][INW-1]}},mem[0]}; 
			psumn <= { i_data[(INW-1)], i_data }
					+ { mem[1][(INW-1)], mem[1] };
			pdifn <= { i_data[(INW-1)], i_data }
					- { mem[1][(INW-1)], mem[1] };
			sumw <= { mem[3][(INW-1)], mem[3] }
					+ { i_data[(INW-1)], i_data };
			diffn<= { pdifn[INW], pdifn, 2'b00 }
					+ {{(3){pdifn[INW]}},pdifn }; 
			diffw<= { i_data[(INW-1)], i_data }
					- { mem[3][(INW-1)], mem[3] };
			midvpsumn <= -{ pmidv[(INW+2)],pmidv }
					+ { psumn[INW], psumn, 2'h0 }; 
		end
		initial	av = 0;
		initial	bv = 0;
		always @(posedge i_clk)
		if (i_ce)
		begin
			av <= { midvpsumn, 2'b00 }
					- { {(4){sumw[INW]}}, sumw, 1'b0 };
			bv <= { diffn[INW+3],diffn, 1'b0 }
				- { {(5){diffw[INW]}}, diffw };
			cv <= mem[2];
		end
	end else begin : BASIC_QUADRATIC_FIT
		reg	signed	[(INW-1):0]	mem	[0:1];
		reg	[INW:0]		psum, pdif;
		initial	mem[0] = 0;
		initial	mem[1] = 0;
		always @(posedge i_clk)
		if (i_ce)
			{ mem[1], mem[0] } <= { mem[0], i_data };
		initial	psum = 0;
		initial	pdif = 0;
		always @(posedge i_clk)
		if (i_ce)
		begin
			psum <= { i_data[(INW-1)], i_data } + { mem[1][(INW-1)], mem[1] };
			pdif <= { i_data[(INW-1)], i_data } - { mem[1][(INW-1)], mem[1] };
		end
		initial	av = 0;
		initial	bv = 0;
		always @(posedge i_clk)
		if (i_ce)
		begin
			av <= { psum[INW],psum }-{ mem[1][INW-1], mem[1], 1'b0 };
			bv <= pdif;	 
		end
		if (OPT_IMPROVED_FIT)
		begin : GEN_IMPROVED_FIT
			reg	[(INW+1):0]	pmid;
			initial	pmid = 0;
			always @(posedge i_clk)
			if (i_ce)
			begin
				pmid <= { mem[0][(INW-1)], mem[0], 1'b0 } +
					{ {(2){mem[0][(INW-1)]}}, mem[0] };
				cv <= { pmid, 1'b0 } + { {(2){psum[INW]}}, psum };
			end
		end else begin : QUAD_FIT
			always @(posedge i_clk)
			if (i_ce)
				cv <= mem[1];  
		end
	end endgenerate
	initial	avold = 0;
	initial	bvold = 0;
	initial	cvold = 0;
	always @(posedge i_clk)
	if (i_ce)
	begin
		avold <= av;
		bvold <= bv;
		cvold <= cv;
	end
	initial	pre_ce = 0;
	always @(posedge i_clk)
		pre_ce <= i_ce;
	initial	r_counter = 0;
	initial	r_ovfl  = 1'b1;
	always @(posedge i_clk)
	if (i_ce)
		{ r_ovfl, r_counter } <= r_counter + i_step;
	else if (!r_ovfl)
		{ r_ovfl, r_counter } <= r_counter + i_step;
	initial	r_ce = 1'b0;
	always @(posedge i_clk)
		r_ce <= ((pre_ce)||(!r_ovfl));
	always @(posedge i_clk)
	if (r_ce)
		pre_offset <= r_counter[(CTRBITS-1):(CTRBITS-MP)];
	initial	r_offset = 0;
	initial	r_av = 0;
	initial	r_bv = 0;
	initial	r_cv = 0;
	always @(posedge i_clk)
	if (r_ce)
	begin
		r_offset <= { pre_offset[MP-1], pre_offset[(MP-2):0] };
		if (pre_offset[(MP-1)])
		begin
			r_av <= av;
			r_bv <= bv;
			r_cv <= cv;
		end else begin
			r_av <= avold;
			r_bv <= bvold;
			r_cv <= cvold;
		end
	end
	initial	qp_quad = 0;
	initial	qp_bv   = 0;
	initial	qp_cv   = 0;
	initial	qp_offset = 0;
	always @(posedge i_clk)
	if (r_ce)
	begin
		qp_quad  <= r_av * r_offset;	 
		qp_bv    <= r_bv;		 
		qp_cv    <= r_cv;		 
		qp_offset<= r_offset;		 
	end
	localparam	BMW = ((AW-ADEC>BW-BDEC) ? (AW-ADEC+BDEC) : BW);
	assign	lw_quad = { {(BMW-(AW+MP-(MP+ADEC-BDEC))){qp_quad[(AW+MP-1)]}},
				qp_quad[(AW+MP-1):(MP+ADEC-BDEC)] };
	initial	ls_bv = 0;
	initial	ls_cv = 0;
	initial	ls_offset = 0;
	always @(posedge i_clk)
	if (r_ce)
	begin
		if (!DBG_LINEAR_ONLY)
			ls_bv    <= {{(BMW+1-BW){qp_bv[BW-1]}}, qp_bv }
				+ { lw_quad[BMW-1], lw_quad };
		else
			ls_bv    <= {{(BMW-BW+1){qp_bv[(BW-1)]}}, qp_bv };
		ls_cv    <= qp_cv;
		ls_offset<= qp_offset;
	end
	initial	lp_bv = 0;
	initial	lp_cv = 0;
	always @(posedge i_clk)
	if (r_ce)
	begin
		lp_bv    <= ls_bv * ls_offset;	 
		lp_cv    <= ls_cv;		 
	end
	localparam	CMW = ((BMW+1-BDEC>CW-CDEC) ? (BMW+1-BDEC+CDEC) : CW);
	assign	wp_bv = {
				lp_bv[(BMW+MP):(MP+BDEC-CDEC)] };
	initial	r_done = 0;
	always @(posedge i_clk)
	if (r_ce)
		r_done <= { wp_bv[CMW-1], wp_bv }
				 + {{(CMW+1-CW){lp_cv[CW-1]}}, lp_cv};
	generate if (CMW+1-GAIN_OFFSET > OWID)
	begin : GEN_ROUNDING
		reg	[CMW-GAIN_OFFSET:0]	rounded;
		initial rounded = 0;
		always @(posedge i_clk)
		if (r_ce)
			rounded <= r_done[(CMW-GAIN_OFFSET):0]
				+ { {(OWID){1'b0}},
					r_done[CMW-GAIN_OFFSET-OWID],
				{(CMW-OWID-GAIN_OFFSET-1)
					{!r_done[CMW-GAIN_OFFSET-OWID]}} };
		assign	o_data = rounded[(CMW-GAIN_OFFSET):(CMW+1-GAIN_OFFSET-OWID)];
		wire	unused_rounding_bits;
		assign	unused_rounding_bits = &{ 1'b0,
					rounded[(CMW-GAIN_OFFSET-OWID):0] };
	end else if (CMW+1-GAIN_OFFSET == OWID)
	begin : NO_ROUNDING
		assign	o_data = r_done[(CMW-GAIN_OFFSET):0];
	end else  
	begin : GEN_ONEBIT_ROUNDING
		assign	o_data = { r_done[(CMW-GAIN_OFFSET):0],
				{(CMW+1-GAIN_OFFSET-OWID){1'b0}} };
	end endgenerate
	assign	o_ce = r_ce;
	wire	unused;
	assign	unused = &{ 1'b0, qp_quad, lp_bv, r_done };
endmodule
$ cat /design/flow/constraint.sdc
current_design quadinterp

set clk_period 14.6
set clk_io_pct 0.2

create_clock -name clk0 -period $clk_period [get_ports {i_clk}]

set non_clock_inputs [all_inputs -no_clocks]
set_input_delay [expr $clk_period * $clk_io_pct] -clock clk0 $non_clock_inputs
set_output_delay [expr $clk_period * $clk_io_pct] -clock clk0 [all_outputs]
$ cat /design/flow/run.sh
#!/bin/bash
# OpenROAD 26Q1-2900-gdf79404cd8, Yosys 0.63+post, stock flow scripts
make -C /OpenROAD-flow-scripts/flow DESIGN_CONFIG=/design/flow/config.mk WORK_HOME=/design/flow/orfs finish
==> impl_metrics.csv <==
group,metric,value,unit
run_status,outcome,"complete, no violations",
finish,fillers,21600,
synth,synthCells,8800,
critical_path,worst_setup_path_start_kind,"flop",
clocking,path_clk_slew,90,ps
synth,async_reset_ff_share,0,%
global_routing,antenna_found_initial,2,
clocking,numCtsBuffers,100,
drt,first_pass_iters,19,
critical_path,slowest_delay,880,ps
global_routing,grt_pass1_wl,368300,um
synth,synth_top_cell_by_count,"inv_1",
critical_path,end_kind,"flop",
clocking,cts_resized,0,
critical_path,crit_path_frequent_cell,"fa_1",
global_routing,grt_usage,21.17,%
critical_path,cp.arrival,9960,ps
synth,ys_seq_share,28.77,%
synth,ys.flops,922,
synth,synth-main-ff-cell,"edfxtp_1",
global_routing,globalRouteOverflowTotal,0,
placement,place_congestion,0.9372,
global_routing,grt_pass1_vias,66520,
drt,antenna_cells,0,
placement,dp_hpwl,167600,um
clocking,insertion_delay,780,ps
synth,top_area_cell,"fa_1",
sta,drv_slew,0,
drt,drt_iter0_drc,2432,
floorplanning,io_pins,85,
synth,synth.cell_area,96130,sq um
sta,setup_tns,0,ps
synth,common_cells,"inv_1 (1764), fa_1 (1583), edfxtp_1 (919), nand2_1 (899), and2_1 (744)",
run,tool_warnings,79,
finish,area_growth,8.322,%
synth,synth_chip_area,96130,sq um
clocking,cts_tree,"yes",
placement,preCtsSetupSlack,5175,ps
drt,route.detailed.drc,0,
drt,wire_per_inst,18.88,um
floorplanning,core,238300,sq um
sta,timing.fmax,105.7,MHz
placement,port-buffer-count,84,
drt,vias,60270,
critical_path,cp_max_fo,20,
clocking,cts_setup_buffers,0,
synth,synthDistinctLibCells,86,
clocking,clockBufferDepth,3,
finish,drive_gt1_share,4.578,%
clocking,postCtsHoldBufs,0,
floorplanning,rows,179,
sta,hold_viol_final,0,
global_routing,grt_max_degree,129,
synth,avgSynthCellArea,10.92,sq um
synth,yosysWarningCount,2,
sta,post-route-min-period,9459,ps
critical_path,crit_path_top_delay_cell,"a211oi_1",
run,cap_viol_max_count,0,
drt,drt-total-wl,227600,um
sta,relSlewSlack,27.47,%
floorplanning,dieArea,242300,sq um
synth,synthDominantCellAreaShare,32.97,%
sta,skew,101.1,ps
sta,rsz0062_at_grt,"no",
floorplanning,die_w,492.2,um
synth,edf_count,919,
clocking,htreeDepth,3,
floorplanning,fp_util,40.34,%
synth,yosys_cells,8800,
hold_path,hold_class,"flop to flop",
drt,avgViaCountPerCell,4.998,
drt,antenna_left,0,
clocking,numClockSinks,922,
floorplanning,die_h,492.2,um
critical_path,required,15100,ps
clocking,clockRootBuffer,"clkbuf_16",
sta,post-route-period-util,64.79,%
sta,tightest_slew,1074,ps
sta,layout_setup_ws,5141,ps
sta,setup_viol,0,
critical_path,crit_type,"flop to flop",
synth,netlist_top_cells_area,"fa_1 (33%), edfxtp_1 (29%), ha_1 (8.1%)",
[stage by stage]
| stage | hold slack, ps | utilization, % | instance area [sq um] | instances |
|---|---|---|---|---|
| CTS | 408.1 | 43.70 | 104100 | 12060 |
| finish | 406.1 | 43.70 | 104100 | 12060 |
| global placement | 396.5 | 42.30 | 100800 | 11870 |
| global route | 412.7 | 43.70 | 104100 | 12060 |
| floorplan | 370.1 | - | 96130 | 8800 |
| detailed placement | 401.0 | 42.30 | 100800 | 11870 |
[layout by cell type, fill, tap and decap left out, types with 19 or more instances in the layout]
master	Yosys	routed
clkdlybuf4s50_1	0	83
nand3_1	52	52
a21oi_1	257	257
o21ai_1	44	44
fa_1	1583	1583
a211oi_1	35	35
or3_1	19	19
inv_1	1764	1764
nor2b_1	93	93
a31oi_1	23	23
a21o_1	113	113
nand4_1	24	24
ha_1	619	619
nand2b_1	63	62
buf_4	0	132
mux2_2	86	86
edfxtp_1	919	919
clkinv_1	0	24
xnor2_1	274	274
xor2_1	104	104
o21a_1	65	65
clkbuf_16	0	100
and3_1	28	28
nand2_1	899	899
o21ai_0	104	104
o21bai_1	35	35
and2_1	744	744
nor3_1	63	63
nor2_1	249	249
[final timing paths]
check	slack, ps	end	start	cells past startpoint
min reg2reg	410	ls_offset[15]	qp_offset[15]	0
max	5140	lp_bv[49]	ls_offset[1]	25
max reg2reg	5140	lp_bv[49]	ls_offset[1]	25
min	410	ls_offset[15]	qp_offset[15]	0
[logic make-up after synthesis]
logic type	count (synthesis)	share of synthesized area (%)
flip-flops	922	28.77
AND-OR/OR-AND	847	5.822
XOR/XNOR	378	3.444
multiplexers	87	1.018
buffers and inverters	2082	8.137
adder cells (fa/ha/maj)	2202	41.02
AND/OR/NAND/NOR	2282	11.79
[layer usage]
layer	part of all wire (%)	track usage, %	wire length, um
met1	39	28.73	89030
met2	47	32.63	107800
met3	10	9.256	23160
met4	3.4	5.377	7644
met5	0.0057	0.2740	13
[critical path: cells and delay by family, from the launching register on]
family	cells	cell delay, ps
xor+xnor	1	130
simple gates	5	1300
flops	1	850
buf+inv	5	550
fa+ha+maj	8	3760
compound gates	6	2540
[sequential cells by signal, indices dropped and copies added (netlist names), 28 cells and up]
register,flops
GEN_INTERPOLATOR.diffn,29
qp_bv,31
GEN_INTERPOLATOR.pmidv,28
r_bv,31
bv,31
ls_bv,32
av,29
qp_quad,31
r_counter,32
bvold,31
r_av,29
avold,29
GEN_INTERPOLATOR.mem,98
GEN_INTERPOLATOR.midvpsumn,29
[final cells by class]
| class | instances | area [sq um] | area share (%) |
|---|---|---|---|
| multi-input cells | 5796 | 60650 | 58.25 |
| flip-flops and latches | 922 | 27660 | 26.56 |
| clock buffers | 118 | 2570 | 2.468 |
| repair buffers | 218 | 1877 | 1.802 |
| well taps | 3167 | 3963 | 3.805 |
| inverters | 1768 | 6638 | 6.374 |
| clock inverters | 69 | 769.5 | 0.7390 |
