==> design.v <==
`default_nettype	none
module	simpleinterp #(
		parameter	INW   = 28,	 
				CTRBITS = 32	 
	) (
		input	wire			i_clk,
		input	wire			i_ce,
		input	wire	[(CTRBITS-1):0]	i_step,
		input	wire	[(INW-1):0]	i_data,
		output	reg			o_ce,
		output	wire	[(INW-1):0]	o_data
	);
	reg	[(CTRBITS-1):0]	r_counter;
	always @(posedge i_clk)
	if (i_ce)
		{ o_ce, r_counter } <= r_counter + i_step;
	else
		o_ce <= 1'b0;
	always @(posedge i_clk)
		o_data <= i_data;
endmodule
==> run.sh <==
#!/bin/bash
# OpenROAD 26Q1-2900-gdf79404cd8, Yosys 0.63+post, stock flow scripts
make -C /OpenROAD-flow-scripts/flow DESIGN_CONFIG=/design/flow/config.mk WORK_HOME=/design/flow/orfs finish
==> config.mk <==
export PLATFORM = sky130hd
export DESIGN_NAME = simpleinterp
export DESIGN_NICKNAME = simpleinterp
export VERILOG_FILES = /design/flow/design.v
export SDC_FILE = /design/flow/constraint.sdc
export NUM_CORES = 4
export LEC_CHECK = 1
export CORE_UTILIZATION = 40
==> constraint.sdc <==
current_design simpleinterp

set clk_period 13.1
set clk_io_pct 0.2

create_clock -name clk0 -period $clk_period [get_ports {i_clk}]

set non_clock_inputs [all_inputs -no_clocks]
set_input_delay [expr $clk_period * $clk_io_pct] -clock clk0 $non_clock_inputs
set_output_delay [expr $clk_period * $clk_io_pct] -clock clk0 [all_outputs]
==> flow_metrics.env <==
# physical design summary
export IMPL_postCtsSetupBuffers=0
export IMPL_dr_pass1_iters=4
export IMPL_p_sw_frac=0.366
export IMPL_cts_reportedPaths_clkPinSlew_ns=0.07
export IMPL_warning_count=25
export IMPL_vias=2510
export IMPL_drc=0
export IMPL_grt_pass1_wl_um=11100
export IMPL_routabilityCongestion=0.858
export IMPL_die_w_um=91.6
export IMPL_tightest_slew_ns=0.443
export IMPL_io_pins=91
export IMPL_clock_power_share=0.185
export IMPL_async_flop_share=0
export IMPL_yosys_area_top_type_share=0.299
export IMPL_antennaDiodeCount=0
export IMPL_edf_count=32
export IMPL_p_int_w=0.000612
export IMPL_clockBufferDepth=2
export IMPL_finalClockPeriodUsage=0.396
export IMPL_top_usage_layer="met2"
export IMPL_p_leak_nw=1.75
export IMPL_relSlewSlack=0.705
export IMPL_tns_ns=0
export IMPL_chipArea_um2=8390
export IMPL_antenna_found_initial=0
export IMPL_drv_cap=0
export IMPL_core_um2=7730
export IMPL_fmax_mhz=193
export IMPL_wl_um=6500
export IMPL_grt_pass1_vias=2535
export IMPL_yosysSeqAreaShare=0.480
export IMPL_cp_start_kind="input port"
export IMPL_finalSetupViolations=0
export IMPL_cts_buffers=9
export IMPL_required_ns=13.18
export IMPL_cts_resized_gates=0
export IMPL_endpoint_kind="flop"
export IMPL_cts_hold_buffers=0
export IMPL_cts_tree="yes"
export IMPL_p_switching_w=0.000354
export IMPL_initCoreUtil=0.415
export IMPL_num_rows=32
export IMPL_final_max_slew_viol_count=0
export IMPL_yosys_area_top_type="edfxtp_1"
export IMPL_yosys_cells=293
export IMPL_worstPathMaxFanout=4
export IMPL_htreeDepth=3
export IMPL_portBuffers=90
export IMPL_crit_arrival_ns=5.26
export IMPL_place_hpwl_um=5010
export IMPL_drt_iter0_drc=118
export IMPL_cp_startpoint="i_step[0]"
export IMPL_reg2reg_from="r_counter[0]$_DFFE_PP_"
export IMPL_ys_types=51
export IMPL_outcome="finished, final reports clean"
export IMPL_rsz0062_at_grt="no"
export IMPL_worst_setup_path_type="input port to flop"
export IMPL_layout_min_cycle_time_ns=5.18
export IMPL_grt_overflow=0
export IMPL_clock_latency_ns=0.34
export IMPL_gr_usage_met3=0.0714
export IMPL_yosys_register_bits=61
export IMPL_yosys_stat_area_um2=3210
export IMPL_area_growth_pct=37.7
export IMPL_routedWlPerCell_um=13.2
export IMPL_grt_max_degree=34
export IMPL_yosys_top_cells_count="32 x edfxtp_1, 32 x ha_1, 30 x a21oi_1"
export IMPL_hold_viol=0
export IMPL_avgSynthCellArea_um2=11.0
export IMPL_grtUsageTotal=0.171
export IMPL_viasPerCell=5.09
export IMPL_holdCritStartpoint="r_counter[0]$_DFFE_PP_"
export IMPL_pwr_share_comb=0.498
export IMPL_synth_main_ff_cell="edfxtp_1"
export IMPL_powerDensity_nw_per_um2=219
export IMPL_cts_sinks=61
export IMPL_syn_cell_area_um2=3210
export IMPL_area_leaders="edfxtp_1 30%, dfxtp_1 18%, ha_1 12%"
export IMPL_layout_drive_gt1_share=0.0614
export IMPL_min_delay_path_class="flop to flop"
export IMPL_cts_root_buffer="clkbuf_8"
export IMPL_ant_nets=0
export IMPL_grtUsageMet1=0.242
export IMPL_dpl_cell_count=477
export IMPL_peakVddDrop_uv=94.7
export IMPL_power_frac_seq=0.317
export IMPL_die_h_um=91.6
export IMPL_finClkSkew_ns=0.0107
export IMPL_synthCells=293
export IMPL_met2_usage=0.260
export IMPL_layout_cells_non_filler=493
export IMPL_ys_warn_count=2
[logic make-up (layout without fill, tap and decap cells)]
logic type / Yosys count / count (layout) / synth area share
flip-flops: 61 / 61 / 0.480
AND-OR/OR-AND: 91 / 91 / 0.184
AND/OR/NAND/NOR: 68 / 68 / 0.111
adder cells (fa/ha/maj): 33 / 33 / 0.131
buffers and inverters: 12 / 110 / 0.0172
XOR/XNOR: 28 / 28 / 0.0764
[metal layers]
layer | wire [um] | part of all wire
met1 | 2960 | 0.45
met3 | 667 | 0.10
met2 | 2780 | 0.43
met4 | 99 | 0.015
met5 | 0 | 0
[sequential cells by signal, summed over array words and instances (netlist names)]
signal     count
o_data        28
r_counter     32
o_ce           1
[area by class of cell]
cell class,instances,area [um^2]
inverters,3,11.3
clock inverters,6,68.8
flip-flops and latches,61,1540
clock buffers,10,149
repair buffers,91,908
fillers,660,3310
multi-input cells,220,1610
well taps,102,128
[layout by cell type, fill, tap and decap left out, types with 6 or more instances in the layout]
cell	Yosys	routed
a21oi_1	30	30
o21ai_0	14	14
nor2_1	12	12
ha_1	32	32
a21o_1	12	12
edfxtp_1	32	32
clkdlybuf4s50_1	0	90
dfxtp_1	29	29
nand2_1	21	21
xnor2_1	16	16
clkbuf_8	0	9
xor2_1	12	12
nand4_1	6	6
[per-stage QoR]
step           hold WS (ns)  worst slack (ns)  total power [W]   util  cell area (um^2)
2_1_floorplan         0.513              8.25         0.000680      -              3210
3_3_place_gp          0.527              7.59         0.000790  0.544              4200
3_5_place_dp          0.534              7.56         0.000791  0.544              4200
4_1_cts               0.552              7.92         0.000975  0.572              4420
5_1_grt               0.582              7.81          0.00105  0.572              4420
6_report              0.545              7.92         0.000966  0.572              4420
[power groups by stage]
stage | registers [W] | logic (W) | clock network [W]
CTS | 0.000307 | 0.000483 | 0.000185
global route | 0.000312 | 0.000543 | 0.000196
finish | 0.000306 | 0.000481 | 0.000178
[critical path, stage by stage]
cell and delay (ns):
clkdlybuf4s50_1 0.40, ha_1 0.23, fa_1 0.41, a21oi_1 0.21, o21ai_1 0.11, a221o_1 0.40
a21o_1 0.25, a21oi_2 0.28, o221ai_1 0.18, xor2_1 0.16
[final timing paths]
path                        endpoint  slack (ns)  cells after the start
min reg2reg   r_counter[0]$_DFFE_PP_        0.55                      1
max reg2reg  r_counter[26]$_DFFE_PP_       10.25                      9
max          r_counter[26]$_DFFE_PP_        7.92                     10
min           r_counter[0]$_DFFE_PP_        0.55                      1
Power is estimated from default activity; no workload was simulated.
