===== flow/config.mk =====
export PLATFORM = sky130hd
export DESIGN_NAME = lininterp
export DESIGN_NICKNAME = lininterp
export VERILOG_FILES = /design/flow/design.v
export SDC_FILE = /design/flow/constraint.sdc
export NUM_CORES = 4
export LEC_CHECK = 1
export CORE_UTILIZATION = 50

===== flow/constraint.sdc =====
current_design lininterp

set clk_period 16.0
set clk_io_pct 0.2

create_clock -name clk0 -period $clk_period [get_ports {i_clk}]

set non_clock_inputs [all_inputs -no_clocks]
set_input_delay [expr $clk_period * $clk_io_pct] -clock clk0 $non_clock_inputs
set_output_delay [expr $clk_period * $clk_io_pct] -clock clk0 [all_outputs]

===== flow/design.v =====
`default_nettype none
module	lininterp #(
		parameter	INW   = 28,	 
				OWID  = 28,	 
				MPREC = 28,	 
				CTRBITS = 32	 
	) (
		input	wire			i_clk,
		input	wire			i_ce,
		input	wire	[(CTRBITS-1):0]	i_step,
		input	wire	[(INW-1):0]	i_data,
		output	wire			o_ce,
		output	wire	[(OWID-1):0]	o_data
	);
	localparam	FWID = MPREC+INW;
	reg				pre_ce;
	reg				r_ce, r_ovfl;
	reg	signed	[(INW-1):0]	r_next, r_last;
	reg	signed	[(INW):0]	r_slope;
	reg		[(CTRBITS-1):0]	r_counter;
	reg	signed	[(MPREC):0]	r_offset;
	wire	signed [(MPREC):0]	pre_offset;
	reg				x_ce;
	reg	[(INW-1):0]		x_base;
	reg	signed [(MPREC+INW+1):0] x_offset;
	reg	[(MPREC+INW-1):0]		pre_rounding;
	reg	[(FWID-1):0]	rounded_result;
	always @(posedge i_clk)
		pre_ce <= i_ce;
	initial	r_next  = 0;
	initial	r_last  = 0;
	initial	r_slope = 0;
	always @(posedge i_clk)
	if (i_ce)
	begin
		r_next <= i_data;
		r_last <= r_next;
		r_slope <= { i_data[(INW-1)], i_data }
			- { r_next[(INW-1)], r_next };
	end
	initial	r_ovfl  = 1'b1;
	initial	r_counter = 0;
	always @(posedge i_clk)
	if (i_ce)
		{ r_ovfl, r_counter } <= r_counter + i_step;
	else if (!r_ovfl)
		{ r_ovfl, r_counter } <= r_counter + i_step;
	initial	r_ce = 1'b0;
	always @(posedge i_clk)
		r_ce <= ((pre_ce)||(!r_ovfl));
	assign	pre_offset = { 1'b0, r_counter[(CTRBITS-1):(CTRBITS-MPREC)] };
	always @(posedge i_clk)
	if (r_ce)
		r_offset <= pre_offset;
	always @(posedge i_clk)
	if (r_ce)
	begin
		x_base   <= r_last;
		x_offset <= r_slope * r_offset;
	end
	always @(posedge i_clk)
		x_ce <= r_ce;
	always @(posedge i_clk)
	if (x_ce)
		pre_rounding <= { x_base, {(MPREC){1'b0}} }
				+ x_offset[(MPREC+INW-1):0];
	always @(posedge i_clk)
	if (x_ce)
		rounded_result <= pre_rounding
			+ { {(OWID){1'b0}},
				pre_rounding[(FWID-OWID)],
			{(FWID-OWID-1){!pre_rounding[(FWID-OWID)]}} };
	assign	o_ce = x_ce;
	assign	o_data = rounded_result[(FWID-1):(FWID-OWID)];
	wire	unused;
	assign	unused = &{ 1'b0, x_offset[(MPREC+INW+1):(MPREC+INW)],
			rounded_result[(FWID-OWID-1):0] };
endmodule

===== flow/run.sh =====
#!/bin/bash
# OpenROAD 26Q1-2900-gdf79404cd8, Yosys 0.63+post, stock flow scripts
make -C /OpenROAD-flow-scripts/flow DESIGN_CONFIG=/design/flow/config.mk WORK_HOME=/design/flow/orfs finish

==> metrics.yaml <==
outcome:
  status: "finished, final reports clean"
final_timing:
  fin_tns_setup_ns: 0
  fin_skew_ns: 0.0420
  tightest_slew_ns: 0.865
  max_freq_mhz: 121
  finalWorstSetupSlack_ns: 7.75
  layout_min_cycle_time_ns: 8.25
  rsz0062_at_grt: "false"
  fin_crit_sh: 0.516
  relSlewSlack: 0.423
  setup_violations: 0
  drv_slew: 0
  final_hold_viol_count: 0
  holdWs_ns: 0.405
detailed_routing:
  drtPass1Iterations: 16
  wire_per_inst_um: 19.4
  drt-total-wl_um: 108000
  post-route-drc-count: 0
  dr_total_vias: 28549
  ant_nets: 0
  avgViaCountPerCell: 5.14
  initialDrtViolationCount: 1092
critical_path:
  startpoint_type: "flop"
  end_kind: "flop"
  critPathKind: "flop to flop"
  cpPeakStageDelay_ns: 0.75
  reg2reg_setup_slack_ns: 7.75
  worst-r2r-cell-count: 22
  critical_path.top_delay_family: "adder cells"
  crit_slowest_cell: "fa_1"
  worstReg2RegEnd: "x_offset[50]$_DFFE_PP_"
  r2r_start: "r_slope[28]$_DFFE_PP_"
  cp_data_required_time_ns: 16.33
  crit_path_frequent_cell: "fa_1"
  crit_start: "r_slope[28]$_DFFE_PP_"
  path_max_fanout: 28
  cp_data_arrival_time_ns: 8.58
  cp.depth: 22
  crit_buf_inv: 4
  crit_chain: "buf_4 > nand2_1 > fa_1 > fa_1 > fa_1 > fa_1 > inv_1 > fa_1 > fa_1 > fa_1 > inv_1 > fa_1 > inv_1 > ha_1 > nand2_1 > nor2_1 > nand3_1 > o31ai_2 > o221ai_2 > o31a_1 > o21ai_2 > xnor2_1"
min_path:
  hp-start: "r_last[5]$_DFFE_PP_"
  holdPathStages: 0
  hp-class: "flop to flop"
  holdPathEnd: "x_base[5]$_DFFE_PP_"
clock_network:
  cts_hold_buf: 0
  cts_setup_buffers: 0
  h-tree-depth: 2
  cts_resized: 0
  cts_root_buffer: "clkbuf_16"
  cts.sinks: 317
  clkLatencyLatePin_ns: 0.59
  tritoncts: "built"
  cts_buffers: 39
  path_clk_slew_ns: 0.06
  clockBufferDepth: 3
yosys:
  synth-edff-count: 313
  synthArstFlopShare: 0
  yosys_register_bits: 317
  ys.flop_type: "edfxtp_1"
  yosysCellCount: 4350
  synthDistinctLibCells: 88
  yosys_warnings: 1
  ys_seq_frac: 0.211
  synthCells: 4350
  yosys_area_mm2: 0.0449
  synth_area_mm2: 0.0449
  syn_avg_cell_area_um2: 10.3
final_layout:
  instances_no_fill: 5557
  nFillCells: 7729
  final_util: 0.546
  syn2layout_area_growth_pct: 7.68
  final_cell_area_mm2: 0.0484
  logic_area_mm2: 0.0312
  seq_area_mm2: 0.00949
  drive_gt1_frac: 0.0373
die:
  rows: 109
  core_area_mm2: 0.0886
  dieArea_mm2: 0.0910
  die_width_um: 302
  die_h_um: 302
  initial_utilization: 0.507
  ioPinCount: 91
global_route:
  gr-usage-all-layers: 0.274
  grt_pass1_wl_um: 174000
  antenna_found_initial: 1
  grt-ovfl-total: 0
  grt_pass1_vias: 31329
  grt_start_max_net_pins: 57
job:
  maxCapViolations: 0
  warnings: 26
place:
  dp_hpwl_um: 82700
  io_buffer_count: 90
  gp_congestion: 0.927
  dp.cells: 5484
  place_ws_ns: 7.76
  placed_cell_area_mm2: 0.0471
-- cell families after synthesis --
| family | after synthesis | share of synthesized area |
|---|---|---|
| AND/OR/NAND/NOR | 1163 | 0.135 |
| adder cells (fa/ha/maj) | 1139 | 0.460 |
| buffers and inverters | 1132 | 0.0948 |
| AND-OR/OR-AND | 432 | 0.0658 |
| flip-flops | 317 | 0.211 |
| XOR/XNOR | 166 | 0.0324 |
| multiplexers | 1 | 0.000223 |
-- metal layers --
metal  vias up  track usage  part of all wire
li1      13399            -                 -
met1     13903        0.414              0.42
met2      1152        0.377              0.42
met3        91        0.164              0.14
met4         4       0.0311             0.014
met5         -      0.00983           0.00096
-- cells in the mapped netlist, types with 22 or more instances --
| cell type | instances | area share |
|---|---|---|
| inv_1 | 941 | 0.079 |
| fa_1 | 856 | 0.38 |
| and2_1 | 519 | 0.072 |
| nand2_1 | 383 | 0.032 |
| edfxtp_1 | 313 | 0.21 |
| ha_1 | 283 | 0.079 |
| clkbuf_1 | 187 | 0.016 |
| xnor2_1 | 128 | 0.025 |
| a21oi_1 | 124 | 0.014 |
| nor2_1 | 89 | 0.0074 |
| o21ai_0 | 67 | 0.0075 |
| a21o_1 | 57 | 0.0095 |
| xor2_1 | 38 | 0.0074 |
| o21a_1 | 37 | 0.0062 |
| nand3_1 | 34 | 0.0038 |
| nand2b_1 | 22 | 0.0031 |
| nor3_1 | 22 | 0.0025 |
-- worst max-delay path by stage --
stage | slack (ns) | endpoint
4_1_cts | 7.77 | x_offset[50]$_DFFE_PP_
5_1_grt | 7.39 | x_offset[51]$_DFFE_PP_
6_report | 7.75 | x_offset[50]$_DFFE_PP_
-- cells in the final DEF, fill, tap and decap left out, types with 57 or more instances in the layout --
cell type        synthesis  layout
ha_1                   283     283
edfxtp_1               313     313
buf_4                    1      71
clkdlybuf4s50_1          0      89
inv_1                  941     941
xnor2_1                128     128
a21o_1                  57      57
fa_1                   856     856
and2_1                 519     519
o21ai_0                 67      67
nor2_1                  89      89
nand2_1                383     383
a21oi_1                124     124
-- sequential cells by signal, summed over array words and instances (netlist names) --
name / flops
r_slope: 29
r_ce: 1
r_last: 28
r_next: 28
rounded_result: 28
x_base: 28
r_offset: 28
r_ovfl: 1
x_ce: 1
r_counter: 32
x_offset: 56
pre_ce: 1
pre_rounding: 56
-- worst register-to-register path, cell delays in order (launching register included) --
cell,delay (ns)
edfxtp_1,0.32
buf_4,0.35
nand2_1,0.24
fa_1,0.60
fa_1,0.71
fa_1,0.52
fa_1,0.76
inv_1,0.35
fa_1,0.55
fa_1,0.51
fa_1,0.52
inv_1,0.06
fa_1,0.50
inv_1,0.04
ha_1,0.45
nand2_1,0.10
nor2_1,0.10
nand3_1,0.12
o31ai_2,0.39
o221ai_2,0.26
o31a_1,0.36
o21ai_2,0.13
xnor2_1,0.07
-- area by class of cell --
| type | instances | share of cell area |
|---|---|---|
| inverter | 941 | 0.0730 |
| timing repair buffer | 160 | 0.0294 |
| clock inverter | 29 | 0.00600 |
| tap | 1165 | 0.0301 |
| antenna | 1 | 0.0000517 |
| sequential | 317 | 0.196 |
| multi-input combinational | 2901 | 0.645 |
| clock buffer | 43 | 0.0205 |
